`/design/flow/run.sh`:
```
#!/bin/bash
# OpenROAD 26Q1-2900-gdf79404cd8, Yosys 0.63+post, stock flow scripts
make -C /OpenROAD-flow-scripts/flow DESIGN_CONFIG=/design/flow/config.mk WORK_HOME=/design/flow/orfs finish
```
`/design/flow/config.mk`:
```
export PLATFORM = sky130hd
export DESIGN_NAME = MLAB_18
export DESIGN_NICKNAME = MLAB_18
export VERILOG_FILES = /design/flow/design.v
export SDC_FILE = /design/flow/constraint.sdc
export NUM_CORES = 4
export LEC_CHECK = 1
export CORE_UTILIZATION = 40
```
`/design/flow/constraint.sdc`:
```
current_design MLAB_18

set clk_period 19.8
set clk_io_pct 0.2

create_clock -name clk0 -period $clk_period [get_ports {clk}]

set non_clock_inputs [all_inputs -no_clocks]
set_input_delay [expr $clk_period * $clk_io_pct] -clock clk0 $non_clock_inputs
set_output_delay [expr $clk_period * $clk_io_pct] -clock clk0 [all_outputs]
```
`/design/flow/design.v`:
```
module MLAB_18(
 output reg signed [17:0] out,    
 input signed [17:0] data,    
 input [3:0] address,         
 input [1:0] patch_index,     
 input we, clk                
);
	parameter patch_size = 16;    
	reg [17:0] mem [47:0];        
	always @ (posedge clk) begin
		if (we) begin     
			mem[patch_index * patch_size + address] <= data;
		end               
		out <= mem[patch_index * patch_size + address];
	end
endmodule
```
==> flow_summary.yaml <==
# flow metrics
worst_setup_path:
  r2r_slack_ns: 17.36
  r2r_end: "out[2]"
  cp_max_fo: 45
  worstSetupPathType: "in2reg"
  cp.required_ns: 20.34
  cp-start-kind: "primary input"
  crit_arrival_ns: 7.69
  r2r-start: "mem[32][2]"
  crit_path_end: "out[9]"
  crit_path_end_kind: "register"
  reg2reg_depth: 5
  crit_start: "address[0]"
global_route:
  grt_max_degree: 88
  grt_pass1_vias: 20300
  antenna_found_initial: 3
  overflow: 0
  grt_pass1_wl_microns: 143000
  track_usage_pct: 25.5
logic_synthesis:
  top_cell_area_share_pct: 76.4
  ys.flop_type: "edfxtp_1"
  xor_share_pct: 0
  ys_sh_adder_pct: 0
  ys_cells: 1924
  synthesis.instances: 1924
  synth-edff-count: 864
  avgSynthCellArea_sq_um: 17.7
  mux_area_share_pct: 5.16
  ys_warn_count: 1
  async_flop_share_pct: 0
  ys_seq_elements: 882
  synthAoiAreaFrac_pct: 10.2
  synth_area_sq_um: 34000
  synthDistinctLibCells: 77
  ys_sh_simple_pct: 4.85
  ys_area_sq_um: 34000
  area_leaders: "edfxtp_1, a221oi_1, a22oi_1"
  synth.logic.top_family: "AND-OR/OR-AND gates"
  largest_area_cell: "edfxtp_1"
  seq_area_frac_synth_pct: 77.4
power_and_ir_drop:
  power.leakage_nw: 12.2
  vdd_drop_max_uv: 74.5
  power_density_nw_per_um2: 102
clock_network:
  cts_sinks: 882
  cts_buffers: 88
  clock_path_buffers: 3
  postCtsResizedCells: 0
  clk_latency_ns: 0.65
  clk_pin_slew_ns: 0.06
  cts_root_buf: "clkbuf_16"
  h-tree-depth: 3
  cts_tree: "done"
  cts_hold_buffers: 0
  post_cts_buffers: 0
timing:
  tightest_slew_ns: 1.38
  max_slew_margin_pct: 6.89
  tns_ns: 0
  min_period_ns: 7.15
  max_freq_mhz: 140
  slew_violations: 0
  finalSetupViolCount: 0
  fin_worst_skew_ns: 0.0252
  rsz0062_at_grt: "false"
  hold_violations: 0
  fin_crit_sh_pct: 36.1
  fin_hold_ws_ns: 0.605
detailed_routing:
  num_vias: 19300
  dr_wl_met2_microns: 43500
  wire_per_inst_microns: 30.7
  drtIter0Drc: 1346
  met1_length_microns: 33600
  antenna_left: 0
  dr_wl_met3_microns: 18500
  highest_layer: "met5"
  drcViolationCount: 0
  firstDrtPassIters: 5
  wl_microns: 99100
  via_per_inst: 5.97
job:
  tool_warnings: 25
  maxCapViolCount: 0
final_layout:
  fin_util_pct: 46.2
  drive_gt1_share_pct: 19.2
  area_growth_pct: 14.1
  stdcell_area_sq_um: 38800
worst_hold_path:
  min_from: "mem[16][17]"
  hold_class: "reg2reg"
floorplanning:
  dieArea_sq_um: 86100
  num_io_pins: 44
  die_w_microns: 293
  fp-utilization_pct: 40.5
  rows: 106
  core_area_sq_um: 83800
  die_height_microns: 293
run_status:
  outcome: "finished, final reports clean"
place:
  gp_congestion: 0.916
  place_area_sq_um: 35900
  portBuffers: 43
  dp.final_hpwl_microns: 58100
==> registers in the layout (all words and copies together), names as in the netlist <==
name / cells
mem: 864
out: 18
==> worst max-delay path, cell delays in order <==
cell,delay (ns)
buf_4,0.37
buf_4,0.54
buf_4,0.63
nor3b_2,0.31
buf_4,0.45
a21oi_1,0.14
a31oi_1,0.60
o31a_1,0.35
or4b_1,0.25
==> logic make-up (layout without fill, tap and decap cells) <==
kind of cell	Yosys count	after routing
AND-OR/OR-AND	461	461
other	0	1
buffers and inverters	142	311
multiplexers	141	141
AND/OR/NAND/NOR	298	298
flip-flops	882	882
==> final cells by class <==
type,instances,area [sq um]
diodes,1,2.50
well taps,1134,1420
fillers,6938,45100
flip-flops and latches,882,26300
multi-input cells,900,7010
inverters,5,18.8
repair buffers,145,1110
clock buffers,110,2370
clock inverters,51,518
==> stage by stage <==
stage                     power [mW]  setup slack, ns  cells
final                           3.95            12.65   3228
after global routing            4.05            12.53   3227
after CTS                       3.97            12.77   3227
after detailed placement        2.33            12.11   3066
after global placement          2.33            12.17   3066
after floorplan                 2.21            13.50   1924
==> how the worst min path moves through the flow <==
stage	slack (ns)	depth (start not counted)	to
after CTS	0.61	2	out[17]
final	0.60	2	out[17]
after global routing	0.65	2	out[17]
==> cells in the mapped netlist, types with 7 or more instances <==
library cell	n
a21oi_1	48
a221o_1	12
a221oi_1	104
a22o_1	25
a22oi_1	101
a31oi_1	17
and3_1	10
and4_1	7
buf_2	70
buf_4	12
buf_6	17
clkbuf_1	32
dfxtp_1	18
edfxtp_1	864
mux2_2	43
mux2_4	7
mux2i_1	68
mux4_2	20
nand2_1	82
nand2b_1	23
nand3_1	11
nand3b_1	8
nand4_1	13
nor2_1	74
nor4bb_1	8
o211ai_1	18
o21ai_0	40
o22a_1	10
o22ai_1	33
o2bb2ai_1	8
or3b_2	7
==> layout by cell type, fill, tap and decap left out, types with 7 or more instances in the layout <==
cell type / instances
mux2_2: 43
a221o_1: 12
buf_2: 18
nor2_2: 43
clkinvlp_4: 8
o22a_1: 10
a221oi_1: 104
nand3b_1: 8
a31oi_1: 17
dfxtp_1: 18
bufinv_16: 8
clkbuf_1: 16
or3b_2: 7
edfxtp_1: 864
o21ai_0: 40
o2bb2ai_1: 8
nor2_1: 32
nand2b_1: 23
mux2_4: 7
nand2_1: 82
clkdlybuf4s50_1: 22
clkinv_1: 13
a21oi_1: 48
o211ai_1: 18
mux4_2: 20
a22o_1: 25
and3_1: 10
a22oi_1: 101
mux2i_1: 68
buf_4: 103
clkinv_2: 16
clkbuf_16: 90
nand3_1: 11
nand4_1: 13
and4_1: 7
nor4bb_1: 8
o22ai_1: 33
==> routing by layer <==
metal,global-route usage [%],vias to the layer above
li1,-,8137
met1,31.6,9537
met2,35.1,1387
met3,20.8,196
met4,6.85,6
met5,0.340,-
==> power breakdown <==
part	total (mW)	internal, mW	switching, mW	leakage (nW)
Sequential	2.08	2.07	0.00925	7.92
Clock	1.65	0.956	0.695	1.39
Combinational	0.220	0.0655	0.155	2.90
Total	3.95	3.09	0.859	12.2
Power figures rest on the tool's default switching activity, not on a simulated workload.

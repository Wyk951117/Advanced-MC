**/design/flow/design.v**
```verilog
module OneNode(output signed [17:0] u_2_mid,    
	       input reg signed [17:0] u_hit_mid,   
	       input reg signed [17:0] u_1_right,   
	       input reg signed [17:0] u_1_left,     
	       input reg signed [17:0] u_1_up,      
	       input reg signed [17:0] u_1_down,    
	       input reg signed [17:0] rho,
	       input reg signed [17:0] u_1_mid,
               input reg signed [17:0] u_0_mid
);  
    wire signed [17:0] temp1,temp2, temp3;
    parameter [17:0] rho_fix = (1<<17)/20; 		 
    parameter [17:0] rho_max = (48<<17)/100;
    assign  temp1 = u_1_up + u_1_down + u_1_right + u_1_left - (u_1_mid<<<2);
    signed_mult_1_17 mult_1(.out(temp2),
			    .a(temp1),
                            .b(rho)); 
    assign  temp3 = temp2 + (u_1_mid<<<1) - (u_0_mid - (u_0_mid>>>10));
    assign  u_2_mid = temp3 - (temp3>>>10);
endmodule
module signed_mult_1_17 (out, a, b);
	output 	signed  [17:0]	out;
	input 	signed	[17:0] 	a;
	input 	signed	[17:0] 	b;
	wire 	signed	[35:0]	mult_out;
	assign mult_out = a * b;
	assign out = {mult_out[35], mult_out[33:17]};
endmodule
```
**/design/flow/run.sh**
```bash
#!/bin/bash
# OpenROAD 26Q1-2900-gdf79404cd8, Yosys 0.63+post, stock flow scripts
make -C /OpenROAD-flow-scripts/flow DESIGN_CONFIG=/design/flow/config.mk WORK_HOME=/design/flow/orfs finish
```
**/design/flow/constraint.sdc**
```tcl
current_design OneNode

set clk_period 33.4
set clk_io_pct 0.2

create_clock -name clk0 -period $clk_period

set non_clock_inputs [all_inputs -no_clocks]
set_input_delay [expr $clk_period * $clk_io_pct] -clock clk0 $non_clock_inputs
set_output_delay [expr $clk_period * $clk_io_pct] -clock clk0 [all_outputs]
```
**/design/flow/config.mk**
```make
export PLATFORM = sky130hd
export DESIGN_NAME = OneNode
export DESIGN_NICKNAME = OneNode
export VERILOG_FILES = /design/flow/design.v
export SDC_FILE = /design/flow/constraint.sdc
export NUM_CORES = 4
export LEC_CHECK = 1
export CORE_UTILIZATION = 30
```
==> flow_summary.rst <==
Implementation results
======================

.. list-table::
   :header-rows: 1

   * - Metric
     - Value
   * - Synth Warn #
     - 0
   * - Routed vias/inst
     - 4.556
   * - Post-Place Setup Slack
     - 4.074 ns
   * - Post-CTS Repair Setup Buffers
     - 0
   * - Final HPWL DP
     - 32790 µm
   * - Dpl cell area
     - 0.01881 mm²
   * - Critical path fanouts, max
     - 27
   * - Area fraction of the dominant cell type after synthesis
     - 49.75%
   * - Post-CTS Resized
     - 0
   * - Largest cells by area after synthesis
     - fa_1 50%, inv_1 12%, ha_1 10%
   * - Post-layout worst setup margin
     - 4.061 ns
   * - I/O pin cnt
     - 162
   * - Yosys aoi share
     - 8.282%
   * - Drt first pass iters
     - 5
   * - Fmax
     - 34.08 MHz
   * - DRC violations left
     - 0
   * - Via total after detailed routing
     - 12111
   * - Fillers
     - 5496
   * - Relative slew slack
     - 39.36%
   * - Number of antenna violations at the first check in global routing
     - 3
   * - Shortest period the worst path allows
     - 29.34 ns
   * - Area delta synth->final
     - 14.00%
   * - Max-cap violations
     - 0
   * - Number of cells in the finished layout apart from fillers
     - 2658
   * - Smallest hold slack
     - 14.88 ns
   * - GRT met1 Usage
     - 21.54%
   * - Combined area of all synthesized cells
     - 0.01650 mm²
   * - Post-route design area
     - 0.01881 mm²
   * - Cell type contributing the most total cell area after synthesis
     - fa_1
   * - Core outline area
     - 0.05403 mm²
   * - Endpoint type of the worst setup path
     - output port
   * - Die ar.
     - 0.05594 mm²
   * - Portion of the post-synthesis area used by sequential elements
     - 0%
   * - DRT antenna net count
     - 0
   * - Count of instantiated cells in the yosys netlist
     - 1842
   * - Number of distinct library cells after synthesis
     - 71
   * - Measured slew at the worst slew-check pin
     - 0.9067 ns
   * - Met2 usage in global routing
     - 25.34%
   * - Die y size
     - 236.5 µm
   * - FP Core Util
     - 30.54%
   * - Log Warnings
     - 51
   * - Number of global-route vias before repair
     - 13290
   * - Ratio of cells with drive above 1 in the final layout
     - 3.058%
   * - DRC violation total after the first TritonRoute iteration
     - 360
   * - Number of endpoints with negative hold slack in the final report
     - 0
   * - Flops
     - 0
   * - Kind of cell adding the most delay to the critical path
     - adder cells
   * - Result of the run
     - finished clean
   * - Standard-cell row count
     - 85
   * - Cell count after placement
     - 2658
   * - Combined area of the multi-input logic cells
     - 0.01431 mm²
   * - CP max-delay cell
     - fa_1
   * - DR WL/cell
     - 14.39 µm
   * - GRT overflow
     - 0
   * - Total global-route track usage
     - 15.56%
   * - Worst hold path class
     - in2out
   * - Footprint of the flip-flops and latches
     - 0 µm²
   * - Post-route core utilization
     - 34.81%
   * - Synthesized-area fraction occupied by and/or/nand/nor cells
     - 14.03%
   * - Final WL
     - 38250 µm
   * - Number of endpoints failing setup at the final stage
     - 0
   * - Cells after synthesis
     - 1842
   * - Gp weighted congestion
     - 0.9017
   * - Area fraction in xor and xnor cells
     - 3.981%
   * - Chip Area, Yosys
     - 0.01650 mm²
   * - Post-layout period usage of the worst path
     - 87.84%
   * - Maximum single-stage delay on the critical path
     - 0.58 ns
   * - Global-route layer with the greatest usage
     - met2
   * - Clk_buf instances
     - 0
   * - Sum of buffers and inverters on the critical path
     - 11
   * - Cell with the most instances on the worst path
     - fa_1
   * - Ant. Diodes
     - 0
   * - Largest logic family
     - adder cells
   * - Die width
     - 236.5 µm
   * - Aggregate negative setup slack
     - 0 ns
   * - Adder and majority gate portion of the synthesized area
     - 60.22%
   * - Global Route met3 Usage
     - 5.177%
   * - Hold Buf Count CTS
     - 0
   * - IO Port Bufs
     - 143
   * - Type of element launching the critical path
     - input pin
   * - Worst setup path class
     - in2out
   * - Global-route wire length before repair
     - 66850 µm
   * - Number of pins with negative max-slew slack in the final report
     - 0
   * - Unrepaired setup endpoints after global routing
     - false
   * - Mean instance size in the synthesized netlist
     - 8.957 µm²
   * - Area fraction in mux cells
     - 0.1289%
   * - Worst path required time
     - 26.72 ns
   * - CP Data Arrival Time
     - 22.66 ns
   * - Pin count of the biggest net entering global routing
     - 28
==> cells in the mapped netlist, types with 3 or more instances <==
master / count
a211o_1: 3
a211oi_1: 6
a211oi_2: 3
a21boi_1: 3
a21o_1: 22
a21oi_1: 41
a221o_1: 3
a31oi_1: 6
and2_1: 133
and3_1: 13
and4_1: 3
buf_4: 3
clkbuf_1: 45
fa_1: 410
ha_1: 138
inv_1: 529
nand2_1: 147
nand2b_1: 20
nand3_1: 23
nand4_1: 5
nor2_1: 46
nor2b_1: 15
nor3_1: 15
o211ai_1: 6
o21a_1: 18
o21ai_0: 42
o21ai_1: 4
o21bai_1: 4
o31a_1: 3
o31ai_1: 4
or2_2: 3
or3_1: 6
xnor2_1: 56
xor2_1: 19
==> final cells by class <==
class	instances	share of cell area (%)
Inverter	530	10.58
Multi-Input combinational cell	1261	76.06
Tap cell	696	4.630
Timing Repair Buffer	171	8.728
==> cells in the final DEF, fill, tap and decap left out, types with 4 or more instances in the layout <==
master and instances:
nand3_1 23, nand2b_1 20, a211oi_1 5, clkdlybuf4s50_1 143, o21ai_0 42, o21ai_1 4, nor2b_1 15, nor3_1 14
or3_1 6, inv_1 529, and3_1 13, ha_1 138, and2_1 133, a211oi_2 4, xor2_1 19, buf_4 28
o211ai_1 6, nor2_1 45, a21o_1 22, o21bai_1 4, nand2_1 147, o31ai_1 4, xnor2_1 56, o21a_1 18
fa_1 410, a31oi_1 6, nand4_1 5, a21oi_1 41
==> path summary, 6_finish.rpt <==
kind,start,endpoint,slack (ns),depth (start not counted)
worst max-delay path,u_1_mid[0],u_2_mid[15],4.06,60
worst min-delay path,u_0_mid[0],u_2_mid[0],14.88,8
==> per-layer routing <==
| layer | wire length (µm) | share of wire [%] |
|---|---|---|
| met1 | 16330 | 43 |
| met2 | 18130 | 47 |
| met3 | 3336 | 8.7 |
| met4 | 444 | 1.2 |
| met5 | 13 | 0.034 |
==> kinds of logic (layout without fill, tap and decap cells) <==
family / after synthesis / after routing
XOR/XNOR: 75 / 75
multiplexers: 2 / 2
AND/OR/NAND/NOR: 445 / 445
buffers and inverters: 581 / 701
AND-OR/OR-AND: 191 / 191
adder cells (fa/ha/maj): 548 / 548
